<file path="./config.mk">
export PLATFORM = sky130hd
export DESIGN_NAME = PC_Counter
export DESIGN_NICKNAME = PC_Counter
export VERILOG_FILES = /design/flow/design.v
export SDC_FILE = /design/flow/constraint.sdc
export NUM_CORES = 4
export LEC_CHECK = 1
export CORE_UTILIZATION = 50
</file>
<file path="./design.v">
`timescale 1ns / 1ps
module PC_Counter(
    input clk,
    input rst,
    input zero_flag,
    input [63:0] extended,
    input [10:0] opcode,
    output reg [63:0] pc
);
    always @ (posedge clk) begin
        if (rst) begin
            pc <= 64'h0;
        end
        else if (opcode == 11'h0A0 || (opcode == 11'h5A0 && (!zero_flag)))  begin
            pc <= pc + extended;
        end
        else
            pc <= pc + 1'b1;
    end
endmodule
</file>
<file path="./constraint.sdc">
current_design PC_Counter

set clk_period 43.1
set clk_io_pct 0.2

create_clock -name clk0 -period $clk_period [get_ports {clk}]

set non_clock_inputs [all_inputs -no_clocks]
set_input_delay [expr $clk_period * $clk_io_pct] -clock clk0 $non_clock_inputs
set_output_delay [expr $clk_period * $clk_io_pct] -clock clk0 [all_outputs]
</file>
<file path="./run.sh">
#!/bin/bash
# OpenROAD 26Q1-2900-gdf79404cd8, Yosys 0.63+post, stock flow scripts
make -C /OpenROAD-flow-scripts/flow DESIGN_CONFIG=/design/flow/config.mk WORK_HOME=/design/flow/orfs finish
</file>
==> summary.txt <==
run metrics: Ports 142, worst path setup slack after routing 29.89 ns, hold violation count in the final report 0, Post-CTS Hold Buffers 0, Placed Area 7420 sq um, die x size 111 microns, global-route wire length before repair 27.0 mm, number of distinct library cell variants in the gate-level netlist after synthesis 62, Worst Max-Slew Pin Slew 0.806 ns, post-synthesis cell count from yosys 805, TNS Setup 0 ns, post-CTS resize count 0, Max-cap violations 0, terminus of the critical flop-to-flop path pc[52]$_SDFF_PP0_, remaining routing DRC violations 0, clk root buf sky130_fd_sc_hd__clkbuf_16, outcome complete, no violations, max_slew headroom 46.3%, Clock Tree Buf Depth 2, area of the core 11500 sq um, setup repair after global routing missed its margin false, worst reg2reg path startpoint pc[0]$_SDFF_PP0_, post-DR wirelength/cell 15.2 microns, drt pass-1 iters 20, pwr dens 18.1 nW/um^2, Worst Hold Margin 0.620 ns, crit-path cells clkdlybuf4s50_1, or4b_2, nor3_1, and4_1, buf_4, and2_1, ha_1, a211oi_1, o21a_1, o311ai_4, a21oi_1, nand3b_1, nand4_1, and2_1, a31oi_1, mux2_2, Data required, critical path 43.33 ns, peak fanout along the critical path 64, Tmin final 13.21 ns, chip area 12400 sq um, Hold Path Cell Cnt 2, most frequent cells in the layout sky130_fd_sc_hd__clkdlybuf4s50_1 (140), sky130_fd_sc_hd__nor2_1 (99), sky130_fd_sc_hd__a21oi_1 (84), final worst-path cycle share 30.6%, post-detailed-placement half-perimeter wirelength 12.5 mm, final number of max-transition violations 0, global route overflow 0, port bufs 141, Core Util at FP 51.9%, cts bufs inserted 9, commonest non-fill, non-tap cell in the layout sky130_fd_sc_hd__clkdlybuf4s50_1, largest voltage drop on the vdd net 0.0157 mV, Worst Hold Launch pc[0]$_SDFF_PP0_, number of diodes 0, worst reg-to-reg setup slack 39.88 ns, buffers inserted during post-CTS setup optimization 0, OpenROAD warning count 26, Routed WL 16.3 mm, longest individual stage delay on the worst path 0.65 ns, startpoint kind of the worst setup timing path input port, CTS tree yes, total vias in the final route 6259, worst min path class flop to flop, H-tree depth 3, CP arrival 13.44 ns, yosys warning tally 1, dominant register cell in the synthesized netlist sky130_fd_sc_hd__dfxtp_1, final instance area 7690 sq um, achievable clock frequency 75.7 MHz, vias in the first global route 5663, maximum number of pins on one net before global-route repair 72, synthesized flop and latch total 64, Synth Seq Share 21.4%, share of flip-flops with an asynchronous set or reset after synthesis 0%, most frequent CP cell sky130_fd_sc_hd__and2_1, yosys stat area 5980 sq um, final count of negative-setup-slack endpoints 0, leading registers by flop count pc (64), clock skew 0.00528 ns, fraction of layout instances using a drive strength above 1 3.46%, Clk Latency, worst-skew pair 0.34 ns, Static Leakage 0.00337 uW, GRT Resource Usage Total 26.6%, cell area after synthesis 5980 sq um, kind of end point of the critical path flop, overall die height 111 microns, start-to-end type of the worst setup path input port to flop, Avg Inst Size Synth 7.42 sq um, max reg flops 64, worst slack, placed 29.55 ns, post-route ant nets 0, post-synthesis instance total 805, Core Rows 39, launch point of the critical path opcode[9], Detailed Route Iter0 Violations 299, worst reg-to-reg path cell count 11, gp weighted congestion 0.918, Critical-path top delay cell sky130_fd_sc_hd__or4b_2, largest reg by FF count pc, worst hold endpoint pc[0]$_SDFF_PP0_, post-synth tally of flip-flops with integrated enable 0, number of antenna violations at the first check in global routing 0, clock sink count 64, Area Growth Syn to Fin 28.7%, detail-routed via count per cell 5.86, clock transition at the registers of the reported paths 0.06 ns
==> final cells by class <==
class | count | area, sq um
Multi-Input combinational cell | 685 | 4470
Fill cell | 954 | 3820
Timing Repair Buffer | 143 | 1420
Sequential cell | 64 | 1280
Clock buffer | 13 | 250
Tap cell | 143 | 179
Inverter | 18 | 67.6
Clock inverter | 3 | 17.5
==> per-layer routing <==
layer  track usage (%)  wire length [microns]
met5                 0                      0
met4              3.96                    272
met3              4.52                   1340
met2              38.8                   6650
met1              42.3                   8000
==> where the power goes <==
group | internal, uW | total, uW | leakage (uW) | switching [uW]
Sequential | 59.7 | 60.2 | 0.000516 | 0.432
Clock | 40.3 | 67.3 | 0.000130 | 27.0
Combinational | 8.10 | 11.9 | 0.00272 | 3.77
Total | 108 | 139 | 0.00337 | 31.2
==> metrics by stage <==
stage | util, % | std cells | power, uW
after global placement | 64.5 | 1053 | 73.1
after floorplan | - | 805 | 64.5
after detailed placement | 64.5 | 1053 | 73.3
final | 66.8 | 1069 | 139
after CTS | 66.8 | 1069 | 140
after global routing | 66.8 | 1069 | 144
==> cells by family (layout without fill, tap and decap cells) <==
kind of cell / after synthesis / in the layout / synth area share, %
and+or+nand+nor: 327 / 327 / 27.0
AOI/OAI and AO/OA: 243 / 243 / 26.7
muxes: 3 / 3 / 0.565
xor gates and xnor gates: 48 / 48 / 7.04
adders and majority gates: 64 / 64 / 13.5
buffers and inverters: 56 / 177 / 3.69
DFF: 64 / 64 / 21.4
==> worst max path at each step <==
stage / endpoint / slack (ns)
5_1_grt: pc[62]$_SDFF_PP0_ / 29.57
4_1_cts: pc[62]$_SDFF_PP0_ / 29.90
6_report: pc[59]$_SDFF_PP0_ / 29.89
==> cell usage after synthesis, types with 17 or more instances <==
cell | number | area [sq um]
sky130_fd_sc_hd__a21oi_1 | 84 | 420
sky130_fd_sc_hd__xnor2_1 | 25 | 219
sky130_fd_sc_hd__nand4_1 | 24 | 150
sky130_fd_sc_hd__nor3_1 | 23 | 115
sky130_fd_sc_hd__dfxtp_1 | 64 | 1280
sky130_fd_sc_hd__nand3_1 | 17 | 85.1
sky130_fd_sc_hd__and2_1 | 66 | 413
sky130_fd_sc_hd__xor2_1 | 23 | 201
sky130_fd_sc_hd__nor2_1 | 99 | 372
sky130_fd_sc_hd__inv_1 | 18 | 67.6
sky130_fd_sc_hd__a21o_1 | 36 | 270
sky130_fd_sc_hd__clkbuf_1 | 33 | 124
sky130_fd_sc_hd__nand2_1 | 64 | 240
sky130_fd_sc_hd__o21ai_0 | 35 | 175
sky130_fd_sc_hd__ha_1 | 63 | 788
==> critical path: cells and delay by family <==
| kind | cells | cell delay (ns) |
|---|---|---|
| AOI/OAI and AO/OA | 5 | 1.41 |
| adders and majority gates | 1 | 0.25 |
| buffers and inverters | 2 | 0.85 |
| muxes | 1 | 0.35 |
| and+or+nand+nor | 7 | 1.93 |
Power figures rest on the tool's default switching activity, not on a simulated workload.
