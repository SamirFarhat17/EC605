<file path="design/flow/constraint.sdc">
current_design Register_File

set clk_period 21.9
set clk_io_pct 0.2

create_clock -name clk0 -period $clk_period [get_ports {clk}]

set non_clock_inputs [all_inputs -no_clocks]
set_input_delay [expr $clk_period * $clk_io_pct] -clock clk0 $non_clock_inputs
set_output_delay [expr $clk_period * $clk_io_pct] -clock clk0 [all_outputs]
</file>
<file path="design/flow/design.v">
module Register_File(ReadSelect1, ReadSelect2, WriteSelect, WriteData, WriteEnable, ReadData1, ReadData2, clk, rst);
    parameter BITSIZE = 64;
    parameter REGSIZE = 32;
    input [$clog2(REGSIZE)-1:0] ReadSelect1, ReadSelect2, WriteSelect;
    input [BITSIZE-1:0] WriteData;
    input WriteEnable;
    output reg [BITSIZE-1:0] ReadData1, ReadData2;
    input clk, rst;
    reg [BITSIZE-1:0] reg_file [REGSIZE-1:0];    
    integer i;                                   
    always @(ReadSelect1, reg_file[ReadSelect1])
        begin
            ReadData1 = reg_file[ReadSelect1];
        end
    always @(ReadSelect2, reg_file[ReadSelect2])
        begin
            ReadData2 = reg_file[ReadSelect2];
        end
    always @(posedge clk)
        begin
            if (rst)
                for (i=0; i<REGSIZE; i=i+1) reg_file[i] <= 'b0;  
            else
            begin
                if (WriteEnable && WriteSelect != 31)
                    reg_file[WriteSelect] <= WriteData;  
            end
        end
endmodule
</file>
<file path="design/flow/config.mk">
export PLATFORM = sky130hd
export DESIGN_NAME = Register_File
export DESIGN_NICKNAME = Register_File
export VERILOG_FILES = /design/flow/design.v
export SDC_FILE = /design/flow/constraint.sdc
export NUM_CORES = 4
export LEC_CHECK = 1
export CORE_UTILIZATION = 40
</file>
<file path="design/flow/run.sh">
#!/bin/bash
# OpenROAD 26Q1-2900-gdf79404cd8, Yosys 0.63+post, stock flow scripts
make -C /OpenROAD-flow-scripts/flow DESIGN_CONFIG=/design/flow/config.mk WORK_HOME=/design/flow/orfs finish
</file>
==> job_summary.md <==
## Implementation flow summary

| Metric | Value |
|---|---|
| Run status | `complete, no violations` |
| Count of distinct cell types in the synthesized netlist | `38` |
| Remaining max-slew budget at the tightest pin | `14.6%` |
| Final max-slew violation count | `0` |
| Worst min-delay path startpoint | `rst` |
| Hold violation total from the final report | `0` |
| Number of warnings the tools reported | `27` |
| Area growth from synthesis to layout | `12.6%` |
| WP data arrival | `9.94 ns` |
| Worst supply voltage drop on vdd | `0.0000839 V` |
| Wire length after detailed routing | `434000 um` |
| H-tree depth | `4` |
| Element type at the critical path end | `output pin` |
| Synth async-reset ratio | `0%` |
| Y dimension of the die | `518 um` |
| Global route overflow | `0` |
| Worst Setup Path Type | `primary input to output pin` |
| Count of boundary I/O pins | `210` |
| Share of post-route cells with drive strength above 1 | `22.8%` |
| Highest-delay cell along the critical path | `nor4_1` |
| DR iter-0 viols | `5250` |
| Registers with the most flip-flops | `reg_file (2048)` |
| Horizontal die dimension | `518 um` |
| Register with the most flip-flops | `reg_file` |
| Count of buffers added by post-CTS timing repair for setup | `0` |
| Achievable frequency | `69.8 MHz` |
| DR WL/cell | `40.5 um` |
| Logic pwr share | `12.1%` |
| Leading post-synthesis cells by cell area | `edfxtp_1, mux4_2, and2_1` |
| TritonCTS clock tree | `yes` |
| Setup total negative slack | `0 ns` |
| Worst Setup Slack post-DPL | `7.77 ns` |
| Floorplan row count | `188` |
| YS warnings | `1` |
| Crit path setup slack, layout | `7.58 ns` |
| Number of standard cells reported by yosys | `6906` |
| Power per Cell Area | `79.3 nW/um^2` |
| Time the worst path needs with I/O delays and setup | `14.32 ns` |
| Max-cap violations | `0` |
| Share of the clock period used by the worst path after layout | `65.4%` |
| Critical path, cell by cell | `buf_8 > buf_4 > buf_4 > buf_4 > buf_4 > mux4_2 > o22ai_1 > nor4_1 > clkdlybuf4s50_1` |
| Avg Cell Area, Syn | `15.4 um^2` |
| Delay of the slowest critical-path stage | `0.98 ns` |
| Cts bufs inserted | `217` |
| Overall chip area | `268000 um^2` |
| Type of the most critical hold path | `primary input to flop` |
| Number of sinks on the clock net | `2048` |
| Worst path buffer plus inverter count | `6` |
| Sort of element at the start of the critical path | `primary input` |
| Syn Std Cell Area | `106000 um^2` |
| Switching Power | `2.40 mW` |
| Final-report setup violation count | `0` |
| Fraction of power consumed by sequential logic | `48.9%` |
| Worst Hold Margin | `3.86 ns` |
| End point of the worst hold path | `reg_file[31][3]` |
| Largest net degree at the start of global routing | `81` |
| Clock network fraction of total power | `39.0%` |
| Total power of the final layout | `9.49 mW` |
| Part of the Yosys area used for sequential elements | `57.9%` |
| Setup repair after global routing missed its margin | `no` |
| Crit path DRT | `17.52 ns` |
| Fp_density | `40.4%` |
| Net Sw Frac | `25.3%` |
| Leakage component of the power | `40.4 nW` |
| Largest register FFs | `2048` |
| Actual transition at the worst max-transition pin | `1.27 ns` |
| Global-route wire length before repair | `592000 um` |
| Dominant synthesized flop cell | `edfxtp_1` |
| Yosys top cell by area | `edfxtp_1` |
| Post-cts resize count | `0` |
| EDFF count, synth | `2048` |
| Initial antenna violation count | `50` |
| Cell repeated most along the worst path | `buf_4` |
| Core Area | `263000 um^2` |
| Worst Hold Depth | `1` |
| Internal power | `7.09 mW` |
| Number of remaining DRC errors | `0` |
| Clock transition time at the flip-flop clock pins of the worst setup and hold paths | `0.07 ns` |
| Number of routed nets with antenna violations | `0` |
| Post-synthesis register bit count | `2048` |
| Routed via count | `68061` |
| Weighted congestion reported at the end of routability-driven placement | `0.978` |
| Cells after synthesis | `6906` |
| Number of buffers inserted by hold repair at cts | `0` |
| Via count of the first global-routing pass | `73004` |
| Sequential cell area | `61500 um^2` |
| Tally of buffers added on design ports | `209` |
| Length of the first detailed-routing pass in iterations | `8` |
| Yosys stat chip area | `106000 um^2` |
| Global-route usage over all layers | `35.4%` |
| Cell class contributing the biggest share of worst-path delay | `buffers and inverters` |
| Clock Root Buffer | `clkbuf_16` |
| Buffer levels on the longest clock path | `3` |
| Combinational gate area | `41900 um^2` |
| Dominant cell area share | `57.9%` |
| Maximum net fanout on the critical path | `72` |
| Ratio of routed vias to standard cells | `6.35` |
| Detailed placement HPWL | `251000 um` |
| Filler instances | `22078` |
-- cells in the final DEF (no fill, tap or decap), types with 32 or more instances in the layout --
master           synthesis  layout
edfxtp_1              2048    2048
and2_1                1993    1993
mux4_2                 896     896
o22ai_1                360     360
buf_4                   88     296
mux2i_1                256     256
clkbuf_16                0     220
clkdlybuf4s50_1          0     200
a22oi_1                189     189
nor4_1                  92      90
diode_2                  0      64
conb_1                   1      64
clkinv_1                 0      53
clkbuf_1               428      51
a21oi_1                 38      38
nand3_1                 41      36
clkinv_2                 0      36
nand4_1                 35      35
nor2_4                   0      33
or2_4                    0      32
-- layout make-up --
cell class / instances / area share (%)
clock inverters: 136 / 1.10
multi-input cells: 4164 / 35.0
clock buffers: 271 / 4.76
well taps: 3515 / 3.68
repair buffers: 524 / 3.93
diodes: 64 / 0.134
inverters: 2 / 0.00627
flip-flops and latches: 2048 / 51.4
-- synthesized netlist by cell type, types with 41 or more instances --
master and instances:
buf_4 88, nand3_1 41, mux2i_1 256, buf_2 153, nor4_1 92, clkbuf_2 51
o22ai_1 360, a22oi_1 189, nor2_1 58, and2_1 1993, mux4_2 896, clkbuf_1 428
edfxtp_1 2048
-- metrics by stage --
step | utilization (%) | std cells | instance area, um^2
6_report | 45.5 | 10724 | 120000
5_1_grt | 45.4 | 10673 | 120000
4_1_cts | 45.4 | 10660 | 120000
3_5_place_dp | 42.7 | 10253 | 112000
3_3_place_gp | 42.7 | 10253 | 112000
2_1_floorplan | - | 6969 | 107000
-- power groups by stage --
stage	Clock, mW	Combinational (mW)	Sequential (mW)
after CTS	3.73	1.12	4.64
after global routing	3.87	1.18	4.66
final	3.71	1.15	4.64
-- layer usage --
metal | track usage, % | part of all wire (%)
met4 | 19.5 | 6.9
met2 | 47.3 | 43
met1 | 35.3 | 28
met5 | 7.24 | 0.51
met3 | 32.7 | 21
-- worst max-delay path by stage --
stage                     startpoint       endpoint  slack [ns]  depth (start not counted)
after CTS             ReadSelect2[0]  ReadData2[19]        7.77                         10
after global routing  ReadSelect2[0]  ReadData2[28]        7.41                         10
final                 ReadSelect1[1]  ReadData1[13]        7.58                          9
-- logic make-up (layout without fill, tap and decap cells) --
family	Yosys count	count (layout)	synth area share, %
buf+inv	757	933	3.47
mux	1152	1152	21.4
compound gates	609	609	3.78
flops	2048	2048	57.9
other cells	1	128	0.00353
simple gates	2339	2339	13.5
Power figures rest on the tool's default switching activity, not on a simulated workload.
