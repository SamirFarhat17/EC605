**design/flow/config.mk**
```make
export PLATFORM = sky130hd
export DESIGN_NAME = Data_Mem
export DESIGN_NICKNAME = Data_Mem
export VERILOG_FILES = /design/flow/design.v
export SDC_FILE = /design/flow/constraint.sdc
export NUM_CORES = 4
export LEC_CHECK = 1
export CORE_UTILIZATION = 50
```
**design/flow/constraint.sdc**
```tcl
current_design Data_Mem

set clk_period 96.4
set clk_io_pct 0.2

create_clock -name clk0 -period $clk_period [get_ports {clk}]

set non_clock_inputs [all_inputs -no_clocks]
set_input_delay [expr $clk_period * $clk_io_pct] -clock clk0 $non_clock_inputs
set_output_delay [expr $clk_period * $clk_io_pct] -clock clk0 [all_outputs]
```
**design/flow/design.v**
```verilog
module Data_Mem(Address, WriteData, WriteEnable, ReadEnable, ReadData, clk, rst);
    parameter BITSIZE = 64;
    parameter MEMSIZE = 64;
    input [$clog2(MEMSIZE)-1:0] Address;
    input [BITSIZE-1:0] WriteData;
    input WriteEnable, ReadEnable;
    output reg [BITSIZE-1:0] ReadData;
    input clk, rst;
    reg [BITSIZE-1:0] data_mem [MEMSIZE-1:0];  
    integer i;  
    always @(posedge clk)
    begin
        if (rst)
            for (i=0; i<MEMSIZE; i=i+1) data_mem[i] <= 'b0;  
        else if (ReadEnable && Address != 63)
            ReadData = data_mem[Address];
        else
            begin
                if (WriteEnable && Address != 63)
                    data_mem[Address] <= WriteData;  
            end
    end
endmodule
```
**design/flow/run.sh**
```bash
#!/bin/bash
# OpenROAD 26Q1-2900-gdf79404cd8, Yosys 0.63+post, stock flow scripts
make -C /OpenROAD-flow-scripts/flow DESIGN_CONFIG=/design/flow/config.mk WORK_HOME=/design/flow/orfs finish
```
==> impl_metrics.prom <==
# HELP chip_impl_metric Yosys and OpenROAD flow results
# TYPE chip_impl_metric gauge
chip_impl_info{name="outcome",value="finished, violations left"} 1
chip_impl_info{name="violations_in_the_final_reports",value="capacitance limit, slew limit"} 1
chip_impl_metric{name="post_cts_resize_count",unit=""} 0
chip_impl_metric{name="ir_worst_vdd",unit="mV"} 0.01765
chip_impl_info{name="setup.worst_path.end_class",value="flop"} 1
chip_impl_metric{name="post-layout-total-power",unit="mW"} 4.097
chip_impl_metric{name="synth_async_sr_flop_share",unit="%"} 0
chip_impl_info{name="path_common_cell",value="sky130_fd_sc_hd__buf_4"} 1
chip_impl_metric{name="fin_tns_setup",unit="ns"} 0
chip_impl_metric{name="detail_route.wirelength",unit="microns"} 748100
chip_impl_metric{name="cts_buffer_count",unit=""} 441
chip_impl_info{name="hp-class",value="flop to flop"} 1
chip_impl_metric{name="clock_tree.buffer_depth",unit=""} 4
chip_impl_metric{name="yosysSeqAreaShare",unit="%"} 67.19
chip_impl_metric{name="cp_data_required_time",unit="ns"} 97.04
chip_impl_info{name="layout_top_cell",value="sky130_fd_sc_hd__edfxtp_1"} 1
chip_impl_metric{name="postSynthCellCount",unit=""} 13563
chip_impl_metric{name="detail_route.drc_violations",unit=""} 0
chip_impl_metric{name="number_of_enable_flip_flop_cells",unit=""} 4160
chip_impl_metric{name="post-route-period-util",unit="%"} 25.69
chip_impl_metric{name="skew",unit="ns"} 0.05876
chip_impl_metric{name="clock_latency_of_the_later_clocked_register_in_the_worst_skew_pair",unit="ns"} 1.04
chip_impl_metric{name="initCoreUtil",unit="%"} 50.33
chip_impl_metric{name="io_buffers",unit=""} 137
chip_impl_metric{name="fmax",unit="GHz"} 0.04038
chip_impl_metric{name="first_global_vias",unit=""} 125954
chip_impl_metric{name="tritonroute_pass_1_iters",unit=""} 8
chip_impl_metric{name="yosys_register_bits",unit=""} 4160
chip_impl_metric{name="route.antenna.remaining_nets",unit=""} 0
chip_impl_metric{name="die-height",unit="microns"} 611.8
chip_impl_info{name="timing.critical_path.cells",value="buf_8 -> buf_4 -> buf_4 -> buf_4 -> nor2b_4 -> nand3_1 -> buf_4 -> nor2_4 -> buf_4 -> or2_4 -> buf_4"} 1
chip_impl_metric{name="ys_area",unit="sq mm"} 0.1859
chip_impl_metric{name="worst_path_largest_cell_delay",unit="ns"} 0.81
chip_impl_metric{name="synth.avg_cell_area",unit="sq um"} 13.71
chip_impl_metric{name="dpl-instance-area",unit="sq mm"} 0.1925
chip_impl_metric{name="wire_length_of_the_first_global_routing_pass",unit="microns"} 1019000
chip_impl_metric{name="layout-drive-gt1-share",unit="%"} 12.48
chip_impl_metric{name="pin_count_of_the_biggest_net_entering_global_routing",unit=""} 85
chip_impl_metric{name="cts.reportedPaths.clkPinSlew",unit="ns"} 0.06
chip_impl_metric{name="whs",unit="ns"} 0.6953
chip_impl_metric{name="tritoncts_sinks",unit=""} 4160
chip_impl_metric{name="maximum_fanout_count_along_the_critical_path",unit=""} 67
chip_impl_metric{name="final_period_minus_worst_setup_slack",unit="ns"} 24.76
chip_impl_metric{name="finish.instance_area",unit="sq mm"} 0.2066
chip_impl_metric{name="routabilityCongestion",unit=""} 0.9861
chip_impl_metric{name="track_usage",unit="%"} 44.21
chip_impl_metric{name="hold_violations",unit=""} 0
chip_impl_metric{name="timing.max_slew.rel_slack",unit="%"} -5.960
chip_impl_metric{name="vias_per_cell",unit=""} 6.583
chip_impl_info{name="ys_dominant_reg_cell",value="sky130_fd_sc_hd__edfxtp_1"} 1
chip_impl_metric{name="tool_warnings",unit=""} 26
chip_impl_metric{name="mappedNetlistArea",unit="sq mm"} 0.1859
chip_impl_metric{name="post-dp-hpwl",unit="microns"} 438600
chip_impl_metric{name="dp_worst_setup_slack",unit="ns"} 70.95
chip_impl_metric{name="pwr_density_cell",unit="mW/mm^2"} 19.83
chip_impl_metric{name="maxSlewViolCount",unit=""} 5
chip_impl_metric{name="yosysWarnings",unit=""} 1
chip_impl_info{name="most-common-layout-cells",value="4160 x sky130_fd_sc_hd__edfxtp_1, 4032 x sky130_fd_sc_hd__and2_1, 718 x sky130_fd_sc_hd__a221oi_1"} 1
chip_impl_info{name="timing.setup.critical_path_class",value="input port to flop"} 1
chip_impl_metric{name="die_width",unit="microns"} 611.8
chip_impl_metric{name="core_area",unit="sq mm"} 0.3694
chip_impl_metric{name="vias",unit=""} 123037
chip_impl_metric{name="drt_iter0_drc",unit=""} 10300
chip_impl_metric{name="worst-endpoint-arrival",unit="ns"} 25.40
chip_impl_metric{name="cts.htree.levels",unit=""} 5
chip_impl_metric{name="grt_antenna_before_repair",unit=""} 86
chip_impl_info{name="startpoint_type",value="input port"} 1
chip_impl_metric{name="die_area",unit="sq mm"} 0.3743
chip_impl_metric{name="leakagePower",unit="nW"} 70.86
chip_impl_metric{name="mean_routed_wirelength_per_cell",unit="microns"} 40.03
chip_impl_metric{name="postCtsSetupRepairBufs",unit=""} 0
chip_impl_info{name="critical_path.slowest_cell",value="sky130_fd_sc_hd__nor2b_4"} 1
chip_impl_metric{name="placement_rows",unit=""} 223
chip_impl_info{name="root_driver",value="sky130_fd_sc_hd__clkbuf_16"} 1
chip_impl_metric{name="synth.yosys.num_cells",unit=""} 13563
chip_impl_info{name="tritoncts",value="done"} 1
chip_impl_metric{name="ctsHoldBuffers",unit=""} 0
chip_impl_metric{name="worst_pin_slew",unit="ns"} 1.589
chip_impl_metric{name="netlist-cell-type-count",unit=""} 68
chip_impl_metric{name="io_pins",unit=""} 138
chip_impl_metric{name="fin_ws",unit="ns"} 71.64
chip_impl_metric{name="final_setup_violation_count",unit=""} 0
chip_impl_info{name="unrepaired_setup_endpoints_after_global_routing",value="false"} 1
chip_impl_metric{name="area_growth_syn_to_layout",unit="%"} 11.10
chip_impl_metric{name="overflow",unit=""} 0
chip_impl_metric{name="timing.max_cap.violations",unit=""} 2
-- stage by stage --
| stage | utilization, % | cells |
|---|---|---|
| after detailed placement | 52.10 | 17769 |
| after floorplan | - | 13626 |
| after global routing | 55.87 | 18623 |
| final | 55.91 | 18689 |
| after CTS | 55.83 | 18569 |
| after global placement | 52.09 | 17769 |
-- power by group --
group,switching (mW),internal (mW),total [mW]
clock network,0.716,0.941,1.66
registers,0.0288,2.08,2.11
logic,0.250,0.0795,0.330
total,0.995,3.10,4.10
-- final timing paths --
path	startpoint	end	slack, ns	depth (start not counted)
worst min register to register	data_mem[39][48]	ReadData[48]	0.70	2
worst min-delay path	data_mem[39][48]	ReadData[48]	0.70	2
worst max-delay path	Address[0]	data_mem[41][41]	71.64	11
worst max register to register	data_mem[27][12]	ReadData[12]	93.33	5
-- state kept, by name, summed over array words and instances, names as in the netlist --
signal / count
ReadData: 64
data_mem: 4096
-- cell usage after synthesis (all sizes together), types with 6 or more instances --
cell | number | area (sq um)
a21oi | 233 | 1166
a211o | 11 | 96.34
o22ai | 373 | 2333
a22oi | 612 | 4594
o31ai | 10 | 75.07
o2bb2ai | 52 | 455.4
or4b | 11 | 110.1
and2 | 4035 | 25240
o32ai | 6 | 52.55
o221ai | 65 | 569.3
nor2 | 207 | 779.5
nor2b | 17 | 116.4
nand2 | 158 | 600.6
a2111oi | 10 | 87.58
or2 | 68 | 425.4
edfxtp | 4160 | 124900
clkbuf | 1086 | 4076
mux4 | 31 | 698.2
a22o | 50 | 437.9
mux2 | 281 | 3164
o22a | 20 | 175.2
a221oi | 718 | 6289
or4 | 31 | 232.7
o21ai | 143 | 715.7
a21o | 8 | 60.06
a211oi | 34 | 255.2
nor3 | 113 | 570.6
mux2i | 314 | 3143
a32oi | 12 | 105.1
a221o | 37 | 370.4
a222oi | 36 | 360.4
or3 | 12 | 75.07
nor4 | 25 | 156.4
nand3 | 33 | 165.2
o2111ai | 19 | 166.4
o211ai | 8 | 60.06
buf | 429 | 2361
a21boi | 24 | 180.2
a31oi | 11 | 68.82
nand4 | 28 | 175.2
-- final cells by class --
type,count,area [sq um]
tap,4950,6193
clock inverter,249,2178
sequential,4160,124900
antenna,118,295.3
fill,28136,162900
inverter,5,46.29
multi-input combinational,7946,55670
timing repair buffer,710,5632
clock buffer,551,11620
-- metal layers --
layer	GRT usage, %	vias up	routed length, microns	share of wire, %
met5	13.25	-	5591	0.75
met2	56.89	11042	312600	42
met1	47.87	59291	220500	29
met4	23.42	152	52340	7.0
li1	-	50156	-	-
met3	40.34	2396	157000	21
-- critical path, delay by kind of cell --
kind | cells | cell delay, ns
buffers and inverters | 7 | 3.57
AND/OR/NAND/NOR | 4 | 2.20
-- logic make-up (layout without fill, tap and decap cells) --
logic type	count (synthesis)	in the layout	synth area share (%)
and+or+nand+nor	4753	4753	15.47
DFF	4160	4160	67.19
AOI/OAI and AO/OA	2503	2503	10.10
buffers and inverters	1520	1515	3.474
muxes	626	626	3.768
other	1	182	0.002017
Power figures rest on the tool's default switching activity, not on a simulated workload.
